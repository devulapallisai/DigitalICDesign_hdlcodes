**flow/design.v**
```verilog
module without_multiplier(input wire [3:0] X0,input wire [3:0] X1,input wire [3:0] X2,input wire [3:0] X3,input wire [3:0] X4,input wire [3:0] X5,input wire [3:0] X6,input wire [3:0] X7,input wire [3:0] X8,input wire [3:0] X9,input clk,output reg[15:0] Y);
wire [15:0] memory[0:15][0:15];
assign memory[0][0]= 0;
assign memory[0][1]= 0;
assign memory[0][2]= 0;
assign memory[0][3]= 0;
assign memory[0][4]= 0;
assign memory[0][5]= 0;
assign memory[0][6]= 0;
assign memory[0][7]= 0;
assign memory[0][8]= 0;
assign memory[0][9]= 0;
assign memory[0][10]= 0;
assign memory[0][11]= 0;
assign memory[0][12]= 0;
assign memory[0][13]= 0;
assign memory[0][14]= 0;
assign memory[0][15]= 0;
assign memory[1][0]= 0;
assign memory[1][1]= 1;
assign memory[1][2]= 2;
assign memory[1][3]= 3;
assign memory[1][4]= 4;
assign memory[1][5]= 5;
assign memory[1][6]= 6;
assign memory[1][7]= 7;
assign memory[1][8]= 8;
assign memory[1][9]= 9;
assign memory[1][10]= 10;
assign memory[1][11]= 11;
assign memory[1][12]= 12;
assign memory[1][13]= 13;
assign memory[1][14]= 14;
assign memory[1][15]= 15;
assign memory[2][0]= 0;
assign memory[2][1]= 2;
assign memory[2][2]= 4;
assign memory[2][3]= 6;
assign memory[2][4]= 8;
assign memory[2][5]= 10;
assign memory[2][6]= 12;
assign memory[2][7]= 14;
assign memory[2][8]= 16;
assign memory[2][9]= 18;
assign memory[2][10]= 20;
assign memory[2][11]= 22;
assign memory[2][12]= 24;
assign memory[2][13]= 26;
assign memory[2][14]= 28;
assign memory[2][15]= 30;
assign memory[3][0]= 0;
assign memory[3][1]= 3;
assign memory[3][2]= 6;
assign memory[3][3]= 9;
assign memory[3][4]= 12;
assign memory[3][5]= 15;
assign memory[3][6]= 18;
assign memory[3][7]= 21;
assign memory[3][8]= 24;
assign memory[3][9]= 27;
assign memory[3][10]= 30;
assign memory[3][11]= 33;
assign memory[3][12]= 36;
assign memory[3][13]= 39;
assign memory[3][14]= 42;
assign memory[3][15]= 45;
assign memory[4][0]= 0;
assign memory[4][1]= 4;
assign memory[4][2]= 8;
assign memory[4][3]= 12;
assign memory[4][4]= 16;
assign memory[4][5]= 20;
assign memory[4][6]= 24;
assign memory[4][7]= 28;
assign memory[4][8]= 32;
assign memory[4][9]= 36;
assign memory[4][10]= 40;
assign memory[4][11]= 44;
assign memory[4][12]= 48;
assign memory[4][13]= 52;
assign memory[4][14]= 56;
assign memory[4][15]= 60;
assign memory[5][0]= 0;
assign memory[5][1]= 5;
assign memory[5][2]= 10;
assign memory[5][3]= 15;
assign memory[5][4]= 20;
assign memory[5][5]= 25;
assign memory[5][6]= 30;
assign memory[5][7]= 35;
assign memory[5][8]= 40;
assign memory[5][9]= 45;
assign memory[5][10]= 50;
assign memory[5][11]= 55;
assign memory[5][12]= 60;
assign memory[5][13]= 65;
assign memory[5][14]= 70;
assign memory[5][15]= 75;
assign memory[6][0]= 0;
assign memory[6][1]= 6;
assign memory[6][2]= 12;
assign memory[6][3]= 18;
assign memory[6][4]= 24;
assign memory[6][5]= 30;
assign memory[6][6]= 36;
assign memory[6][7]= 42;
assign memory[6][8]= 48;
assign memory[6][9]= 54;
assign memory[6][10]= 60;
assign memory[6][11]= 66;
assign memory[6][12]= 72;
assign memory[6][13]= 78;
assign memory[6][14]= 84;
assign memory[6][15]= 90;
assign memory[7][0]= 0;
assign memory[7][1]= 7;
assign memory[7][2]= 14;
assign memory[7][3]= 21;
assign memory[7][4]= 28;
assign memory[7][5]= 35;
assign memory[7][6]= 42;
assign memory[7][7]= 49;
assign memory[7][8]= 56;
assign memory[7][9]= 63;
assign memory[7][10]= 70;
assign memory[7][11]= 77;
assign memory[7][12]= 84;
assign memory[7][13]= 91;
assign memory[7][14]= 98;
assign memory[7][15]= 105;
assign memory[8][0]= 0;
assign memory[8][1]= 8;
assign memory[8][2]= 16;
assign memory[8][3]= 24;
assign memory[8][4]= 32;
assign memory[8][5]= 40;
assign memory[8][6]= 48;
assign memory[8][7]= 56;
assign memory[8][8]= 64;
assign memory[8][9]= 72;
assign memory[8][10]= 80;
assign memory[8][11]= 88;
assign memory[8][12]= 96;
assign memory[8][13]= 104;
assign memory[8][14]= 112;
assign memory[8][15]= 120;
assign memory[9][0]= 0;
assign memory[9][1]= 9;
assign memory[9][2]= 18;
assign memory[9][3]= 27;
assign memory[9][4]= 36;
assign memory[9][5]= 45;
assign memory[9][6]= 54;
assign memory[9][7]= 63;
assign memory[9][8]= 72;
assign memory[9][9]= 81;
assign memory[9][10]= 90;
assign memory[9][11]= 99;
assign memory[9][12]= 108;
assign memory[9][13]= 117;
assign memory[9][14]= 126;
assign memory[9][15]= 135;
assign memory[10][0]= 0;
assign memory[10][1]= 10;
assign memory[10][2]= 20;
assign memory[10][3]= 30;
assign memory[10][4]= 40;
assign memory[10][5]= 50;
assign memory[10][6]= 60;
assign memory[10][7]= 70;
assign memory[10][8]= 80;
assign memory[10][9]= 90;
assign memory[10][10]= 100;
assign memory[10][11]= 110;
assign memory[10][12]= 120;
assign memory[10][13]= 130;
assign memory[10][14]= 140;
assign memory[10][15]= 150;
assign memory[11][0]= 0;
assign memory[11][1]= 11;
assign memory[11][2]= 22;
assign memory[11][3]= 33;
assign memory[11][4]= 44;
assign memory[11][5]= 55;
assign memory[11][6]= 66;
assign memory[11][7]= 77;
assign memory[11][8]= 88;
assign memory[11][9]= 99;
assign memory[11][10]= 110;
assign memory[11][11]= 121;
assign memory[11][12]= 132;
assign memory[11][13]= 143;
assign memory[11][14]= 154;
assign memory[11][15]= 165;
assign memory[12][0]= 0;
assign memory[12][1]= 12;
assign memory[12][2]= 24;
assign memory[12][3]= 36;
assign memory[12][4]= 48;
assign memory[12][5]= 60;
assign memory[12][6]= 72;
assign memory[12][7]= 84;
assign memory[12][8]= 96;
assign memory[12][9]= 108;
assign memory[12][10]= 120;
assign memory[12][11]= 132;
assign memory[12][12]= 144;
assign memory[12][13]= 156;
assign memory[12][14]= 168;
assign memory[12][15]= 180;
assign memory[13][0]= 0;
assign memory[13][1]= 13;
assign memory[13][2]= 26;
assign memory[13][3]= 39;
assign memory[13][4]= 52;
assign memory[13][5]= 65;
assign memory[13][6]= 78;
assign memory[13][7]= 91;
assign memory[13][8]= 104;
assign memory[13][9]= 117;
assign memory[13][10]= 130;
assign memory[13][11]= 143;
assign memory[13][12]= 156;
assign memory[13][13]= 169;
assign memory[13][14]= 182;
assign memory[13][15]= 195;
assign memory[14][0]= 0;
assign memory[14][1]= 14;
assign memory[14][2]= 28;
assign memory[14][3]= 42;
assign memory[14][4]= 56;
assign memory[14][5]= 70;
assign memory[14][6]= 84;
assign memory[14][7]= 98;
assign memory[14][8]= 112;
assign memory[14][9]= 126;
assign memory[14][10]= 140;
assign memory[14][11]= 154;
assign memory[14][12]= 168;
assign memory[14][13]= 182;
assign memory[14][14]= 196;
assign memory[14][15]= 210;
assign memory[15][0]= 0;
assign memory[15][1]= 15;
assign memory[15][2]= 30;
assign memory[15][3]= 45;
assign memory[15][4]= 60;
assign memory[15][5]= 75;
assign memory[15][6]= 90;
assign memory[15][7]= 105;
assign memory[15][8]= 120;
assign memory[15][9]= 135;
assign memory[15][10]= 150;
assign memory[15][11]= 165;
assign memory[15][12]= 180;
assign memory[15][13]= 195;
assign memory[15][14]= 210;
assign memory[15][15]= 225;
always @(posedge clk) 
begin
Y<=memory[0][X0]+memory[1][X1]+memory[2][X2]+memory[3][X3]+memory[4][X4]+memory[5][X5]+memory[6][X6]+memory[7][X7]+memory[8][X8]+memory[9][X9];
end
endmodule
```
**flow/run.sh**
```bash
#!/bin/bash
# OpenROAD 26Q1-2900-gdf79404cd8, Yosys 0.63+post, stock flow scripts
make -C /OpenROAD-flow-scripts/flow DESIGN_CONFIG=/design/flow/config.mk WORK_HOME=/design/flow/orfs finish
```
**flow/config.mk**
```make
export PLATFORM = sky130hd
export DESIGN_NAME = without_multiplier
export DESIGN_NICKNAME = without_multiplier
export VERILOG_FILES = /design/flow/design.v
export SDC_FILE = /design/flow/constraint.sdc
export NUM_CORES = 4
export LEC_CHECK = 1
export CORE_UTILIZATION = 30
```
**flow/constraint.sdc**
```tcl
current_design without_multiplier

set clk_period 5.1
set clk_io_pct 0.2

create_clock -name clk0 -period $clk_period [get_ports {clk}]

set non_clock_inputs [all_inputs -no_clocks]
set_input_delay [expr $clk_period * $clk_io_pct] -clock clk0 $non_clock_inputs
set_output_delay [expr $clk_period * $clk_io_pct] -clock clk0 [all_outputs]
```
==> flow_summary_export.csv <==
group,metric,value,unit
global_routing,grt_usage,0.119,
placement,dp_hpwl,3370,um
floorplan,die_y,84.0,um
layout,design_area,0.00288,sq mm
status,violations,"design-rule violations",
worst_hold_path,min_path_type,"input port to flop",
layout,regMostFlops,"Y",
yosys,synth_area_per_cell,8.89,sq um
yosys,yosys-stat-cells,227,
cts,cts-root-buf,"clkbuf_8",
routing,drcViolationCount,9,
layout,largest_reg_flops,11,
yosys,ys.flop_type,"dfxtp_1",
global_routing,busiest_layer,"met1",
yosys,synth_seq_share,0.109,
floorplan,die-width,84.0,um
routing,ant_nets,0,
floorplan,chipArea,0.00706,sq mm
final_timing,min_period_over_period,0.971,
final_timing,post-route-min-period,4.95,ns
final_timing,setup_viol,0,
global_routing,gr-total-overflow,0,
routing,wl_per_cell,9.72,um
pwr,ir_drop,0.000324,V
yosys,ys_async_sr_fraction,0,
pwr,leakagePower,0.00141,uW
final_timing,finalHoldViolations,0,
cts,cts_setup_buffers,0,
global_routing,grt_use_met1,0.188,
job,warnings,29,
yosys,synth_chip_area,0.00202,sq mm
yosys,syn_area,0.00202,sq mm
global_routing,grt_pass1_wl,6510,um
routing,antenna-diode-count,0,
layout,reg_top3,"Y x11",
layout,layout_top_cells,"inv_1 (54), clkdlybuf4s50_1 (39), fa_1 (37)",
yosys,synth-edff-count,0,
setup_path,cp_max_fo,2,
floorplan,initCoreUtil,0.314,
final_timing,timing.fmax,202,MHz
routing,drt_iter0_markers,25,
final_timing,fin_setup_tns,0,ns
layout,layout_top_cell,"inv_1",
global_routing,gr-usage-met2,0.177,
global_routing,grt_max_degree,7,
yosys,yosysUniqueCellTypes,27,
floorplan,ios,57,
yosys,ys_ff,11,
setup_path,worstSetupPathType,"input port to flop",
routing,vias,1564,
global_routing,grt_antenna_before_repair,0,
job,cap_violations,0,
setup_path,critPathRequiredTime,5.27,ns
cts,cts_tree,"yes",
yosys,synth_warnings,1,
routing,routed_wl,3620,um
layout,fillers,607,
layout,syn2layout_area_growth,42.5,%
routing,dr.pass1.iters,45,
floorplan,num_rows,29,
floorplan,coreArea,0.00642,sq mm
cts,clockBufferDepth,2,
cts,hold_buffers,0,
status,status,"complete, but fails checks",
cts,cts-buffers-inserted,3,
yosys,syn_inst,227,
layout,drive_gt1_frac,0.169,
placement,dpl_cell_area,0.00274,sq mm
routing,routed_via_density,4.20,
cts,htree_levels,1,
final_timing,slew_viol_final,0,
setup_path,end_kind,"flop",
global_routing,first_global_vias,1546,
setup_path,crit_arrival,5.13,ns
cts,clk_pin_slew,0.05,ns
global_routing,grt_util_met3,0.0351,
cts,clock_sinks,11,
placement,pre_cts_slack,-0.360,ns
placement,place.gp.congestion,0.851,
pwr,p_per_area,585,mW/mm^2
setup_path,start_kind,"input port",
placement,numPortBuffers,47,
final_timing,rsz0062_at_grt,"false",
final_timing,layout_setup_ws,0.146,ns
-- metal layers --
metal	wire, um	vias to the layer above
met3	267	2
met2	1640	37
met4	12	0
met5	0	-
li1	-	796
met1	1690	729
-- cell usage after synthesis (4+ instances only) --
master	number	share of area
a21oi_1	10	0.025
buf_4	5	0.019
clkbuf_1	15	0.028
dfxtp_1	11	0.11
fa_1	38	0.38
ha_1	17	0.11
inv_1	54	0.10
nand2_1	14	0.026
nor2_1	10	0.019
nor2b_1	4	0.012
o21ai_0	8	0.020
xnor2_1	13	0.056
xor2_1	6	0.026
-- timing repair --
item	CTS	global route
cloned	0	0
pin swaps	4	11
gates resized	9	17
setup endpoints to repair	2	5
-- report_power, final --
part	switching, uW	internal, uW
combinational	656	786
sequential	8.79	147
clock	29.9	54.6
total	694	988
-- final timing paths --
path | slack (ns) | endpoint | start | depth (start not counted)
min | 1.85 | Y[0] | X3[0] | 7
max | 0.15 | Y[8] | X6[2] | 14
-- cell families after synthesis --
group	synth area share
AOI/OAI and AO/OA	0.0763
xor gates and xnor gates	0.0825
adders and majority gates	0.482
buffers and inverters	0.147
DFF	0.109
muxes	0.00992
other	0.00372
and+or+nand+nor	0.0893
-- metrics by stage --
step / instances / utilization / hold slack, ns / total power, uW
after floorplan: 234 / - / 1.28 / 1060
after global placement: 368 / 0.427 / 1.68 / 1540
after detailed placement: 368 / 0.427 / 1.67 / 1540
after CTS: 372 / 0.434 / 1.87 / 1640
after global routing: 372 / 0.448 / 1.92 / 1930
final: 372 / 0.448 / 1.85 / 1680
-- critical path: stages --
cell,delay [ns]
clkdlybuf4s50_1,0.49
mux2i_1,0.21
xor2_1,0.24
fa_1,0.46
fa_1,0.46
fa_1,0.49
inv_1,0.05
fa_1,0.53
inv_1,0.06
ha_4,0.23
nor2b_4,0.12
o31a_1,0.25
or4_1,0.41
nand3_1,0.09
-- cell type report --
cell class | instances | area, sq um | area share
inverters | 54 | 203 | 0.0705
multi-input cells | 149 | 1620 | 0.564
well taps | 77 | 96.3 | 0.0335
flip-flops and latches | 11 | 220 | 0.0766
repair buffers | 77 | 691 | 0.240
clock buffers | 4 | 45.0 | 0.0157
No activity file was given, so power comes from the tool's default toggle rates.
