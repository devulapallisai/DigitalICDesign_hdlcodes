==> flow/design.v <==
module no_two_different(input wire [3:0] X0,input wire [3:0] X1,input wire [3:0] X2,input wire [3:0] X3,input wire [3:0] X4,input wire [3:0] X5,input wire [3:0] X6,input wire [3:0] X7,input wire [3:0] X8,input wire [3:0] X9,input wire [3:0] H0,input wire [3:0] H1,input wire [3:0] H2,input wire [3:0] H3,input wire [3:0] H4,input wire [3:0] H5,input wire [3:0] H6,input wire [3:0] H7,input wire [3:0] H8,input wire [3:0] H9,input clk,output reg[15:0] Y);
reg [15:0] mul1,mul2,mul3,mul4,mul5,mul6,mul7,mul8,mul9,mul0;
always @(posedge clk) 
begin
mul0<=X0*H0;
mul1<=X1*H1;
mul2<=X2*H2;
mul3<=X3*H3;
mul4<=X4*H4;
mul5<=X5*H5;
mul6<=X6*H6;
mul7<=X7*H7;
mul8<=X8*H8;
mul9<=X9*H9;
end
always @(negedge clk) 
begin
 Y<= mul0+mul1+mul2+mul3+mul4+mul5+mul6+mul7+mul8+mul9;
end
endmodule
==> flow/run.sh <==
#!/bin/bash
# OpenROAD 26Q1-2900-gdf79404cd8, Yosys 0.63+post, stock flow scripts
make -C /OpenROAD-flow-scripts/flow DESIGN_CONFIG=/design/flow/config.mk WORK_HOME=/design/flow/orfs finish
==> flow/config.mk <==
export PLATFORM = sky130hd
export DESIGN_NAME = no_two_different
export DESIGN_NICKNAME = no_two_different
export VERILOG_FILES = /design/flow/design.v
export SDC_FILE = /design/flow/constraint.sdc
export NUM_CORES = 4
export LEC_CHECK = 1
export CORE_UTILIZATION = 50
==> flow/constraint.sdc <==
current_design no_two_different

set clk_period 7.0
set clk_io_pct 0.2

create_clock -name clk0 -period $clk_period [get_ports {clk}]

set non_clock_inputs [all_inputs -no_clocks]
set_input_delay [expr $clk_period * $clk_io_pct] -clock clk0 $non_clock_inputs
set_output_delay [expr $clk_period * $clk_io_pct] -clock clk0 [all_outputs]
==> design notes <==
The script logs the mean routed wire length per placed instance as 12.3 um. CTS reports a maximum clock tree buffer depth of 2. The routed via count divided by cell count works out to 4.55. The clock transition at the registers of the reported paths is 70 ps, and the HPWL after detailed placement is 12,200 um. For the number of pins with negative max-slew slack in the final report, the log shows 0.

The routed layout has 5,106 vias. The count of clock tree sinks is 92. The x dimension of the die was 128 um.

The worst setup path is launched from a flop. The logs give -790 ps for the flop-to-flop setup slack and 4 for the number of optimization iterations in the first detailed-route pass. Fraction of the core area occupied by cells at floorplan: 0.519. Number of placement rows: 45.

The logs give a warning total of 43. The final reports fail on setup timing. The async set-reset flop share out of synthesis is 0, and the number of antenna repair diodes is 0. At the placement stage, the worst setup path has a slack of -837 ps. Relative to the synthesized area, the layout overhead comes to 21.6%. The number of buffers added by the clock tree synthesis step is 9.

The port buffer count is 92. The run gives 781 for the gate count of the mapped netlist. In this run, the number of DRC markers left after iteration 0 of detailed routing was 94. The number of cells on the worst reg-to-reg path was 15; the final-layout setup total negative slack was -5140 ps. Nets still carrying antenna violations after routing amount to 0.

By count the netlist is led by inv_1, ha_1, fa_1. Least setup slack across all paths after layout: -788 ps. The end of the worst register-to-register path was Y[8]$_DFF_N_. With the warning count from the yosys run at 1, the total global routing overflow is 0.

The first global-routing pass estimated 24,500 um of wire. In the final report, the number of endpoints failing setup comes to 10. The run gives 0 as the number of hold-repair buffers added at the cts stage. The number of top-level pins is 97, and the number of synthesized register bits is 92.

The number of cells reported by Yosys stat comes to 781. The share of post-route cells with drive strength above 1 is 0.0625, and the final wirelength is 13,800 um. Routability-driven placement finished with a final weighted congestion of 0.869. The synthesis report names the predominant flop master as dfxtp_1. The run gives 4560 ps for the worst endpoint data arrival time. The floorplan step set the die height to 128 um.

The final timing report lists a hold violation count of 0. STA reports the tightest min-delay check as being of type primary input to flop. The maximum fanout along the worst path is 3, and the number of remaining DRC errors is 0. For the number of global-route vias before repair, the log shows 5,396.

The synthesized cell area came out at 7980 sq um. Setup repair after global routing could not meet its margin everywhere. The top cell type's share of synthesized area was 0.254. As reported, the later end of the worst-skew pair has a clock insertion delay of 390 ps.

TritonCTS built the clock tree. The part of the Yosys area used for sequential elements was 0.231; the count of flip-flops with a built-in enable after synthesis was 0. The run gives 0 as the count of maximum capacitance violations. A synthesized cell averages 10.2 sq um. The number of antenna violations at the first check in global routing came out at 0.

The total routing usage reported by global routing is 0.199. OpenSTA lists the critical path startpoint as mul1[2]$_DFF_P_. After synthesis, the netlist uses 23 different library cells. Per the OpenROAD floorplan log, the area of the core is 15,400 sq um. The OpenROAD report gives the critical path a required time of 3770 ps. The critical setup path kind is flop to flop.

The run gives 17 as the maximum number of pins on one net before global-route repair. The post-synthesis cell type with the largest instance count is inv_1. The launching point of the worst reg2reg path is mul1[2]$_DFF_P_. Endpoint class of the critical path: a flop. The run gives 7980 sq um for the yosys-reported design area after synthesis. Looking at the clock tree report, the root buffer type is clkbuf_16. Summed over all instances, the cell type with the most area after synthesis is fa_1. The flow ran to the end, but the final reports show violations. The worst clock skew was 63.2 ps; the full die area was 16,500 sq um. The H-tree was split into 3 levels. The tools report the end point of the critical path as Y[8]$_DFF_N_. Sorting the synthesized cells by area gives the leading types as fa_1, dfxtp_1, ha_1, and2_1, inv_1.
metrics by stage:
step	area [sq um]	util	hold WS, ps	instances
6_report	9700	0.631	1710	1123
5_1_grt	9700	0.631	1710	1123
4_1_cts	9670	0.629	1710	1122
3_5_place_dp	9300	0.605	2060	1094
3_3_place_gp	9300	0.605	2070	1094
2_1_floorplan	8060	-	1520	784
final cells by class:
type / instances / area (sq um)
clock buffer: 10 / 239
tap: 211 / 264
timing repair buffer: 105 / 1030
sequential: 92 / 1850
clock inverter: 18 / 113
inverter: 139 / 522
multi-input combinational: 548 / 5690
fill: 1194 / 5670
critical path, stage by stage, from the launching register on:
cell and delay, ps:
dfxtp_2 320, inv_2 30, fa_1 520, inv_1 50, fa_1 470, fa_1 510
inv_1 50, fa_1 470, inv_1 50, fa_1 460, ha_1 290, a21o_1 200
a2111oi_4 430, o21bai_1 130, a21oi_1 180, xnor2_1 90
worst min path at each step:
stage	cells after the start	from	end
after CTS	2	X0[0]	mul0[0]$_DFF_P_
after global routing	2	X8[0]	mul8[0]$_DFF_P_
final	2	X8[0]	mul8[0]$_DFF_P_
layout by cell type, fill, tap and decap left out, types with 4 or more instances in the layout:
cell type        synthesis  final
ha_1                   139    134
xnor2_1                 37     36
o21bai_1                11     11
a21oi_1                 38     37
clkdlybuf4s50_1          0     92
fa_1                   101     99
inv_1                  140    142
nor2_1                  20     20
and2_1                  98     98
dfxtp_1                 92     88
buf_4                    4     11
clkbuf_16                0      9
inv_2                    0      9
ha_4                     0      5
nand2_1                 66     66
xor2_1                  11     11
a21o_1                  12     12
dfxtp_2                  0      4
conb_1                   1      4
state kept, by name, indices dropped and copies added, names as in the netlist:
register and count:
mul9 8, mul5 8, mul8 8, mul1 8, mul4 8, mul7 8, mul3 8, mul2 8
Y 12, mul6 8, mul0 8
cell families (layout without fill, tap and decap cells):
logic type      count (synthesis)  in the layout  synth area share
buf+inv                       144            272            0.0697
simple gates                  189            189             0.122
compound gates                 67             67            0.0527
fa+ha+maj                     240            240             0.472
xor+xnor                       48             48            0.0527
flops                          92             92             0.231
other cells                     1              4          0.000470
routing by layer:
metal	part of all wire	vias to the layer above	GRT usage
li1	-	2674	-
met1	0.48	2339	0.293
met2	0.46	89	0.322
met3	0.058	4	0.0540
met4	0.0048	0	0.0125
met5	0	-	0
repair_timing:
item                                   in CTS  in global routing
pin swaps                                  20                 10
setup endpoints to repair                  10                 10
buffers inserted                            1                  2
endpoints found under the hold margin       0                  0
resized                                     7                 13
