**flow/design.v**
```verilog
module calculate_shift(input [3:0] h,input [3:0] x,input clk,output [15:0] out);
    wire isbitpresent0=h&4'b0001;
    wire isbitpresent1=(h>>1)&4'b0001;
    wire isbitpresent2=(h>>2)&4'b0001;
    wire isbitpresent3=(h>>3)&4'b0001;
    wire [15:0] out1=isbitpresent0==1?x:0;
    wire [15:0] out2=isbitpresent1?x<<1:0;
    wire [15:0] out3=isbitpresent2?x<<2:0;
    wire [15:0] out4=isbitpresent3?x<<3:0;
    assign out = out1+out2+out3+out4;
endmodule
module without_multiplier_and_memory(input wire [3:0] X0,input wire [3:0] X1,input wire [3:0] X2,input wire [3:0] X3,input wire [3:0] X4,input wire [3:0] X5,input wire [3:0] X6,input wire [3:0] X7,input wire [3:0] X8,input wire [3:0] X9,input clk,output reg[15:0] Y);
wire [15:0] memory_h[0:9];
calculate_shift h1(4'b0000,X0,clk,memory_h[0]);
calculate_shift h2(4'b0001,X1,clk,memory_h[1]);
calculate_shift h3(4'b0010,X2,clk,memory_h[2]);
calculate_shift h4(4'b0011,X3,clk,memory_h[3]);
calculate_shift h5(4'b0100,X4,clk,memory_h[4]);
calculate_shift h6(4'b0101,X5,clk,memory_h[5]);
calculate_shift h7(4'b0110,X6,clk,memory_h[6]);
calculate_shift h8(4'b0111,X7,clk,memory_h[7]);
calculate_shift h9(4'b1000,X8,clk,memory_h[8]);
calculate_shift h10(4'b1001,X9,clk,memory_h[9]);
always @(posedge clk)
begin
Y<=memory_h[0]+memory_h[1]+memory_h[2]+memory_h[3]+memory_h[4]+memory_h[5]+memory_h[6]+memory_h[7]+memory_h[8]+memory_h[9];
end
endmodule
```
**flow/run.sh**
```bash
#!/bin/bash
# OpenROAD 26Q1-2900-gdf79404cd8, Yosys 0.63+post, stock flow scripts
make -C /OpenROAD-flow-scripts/flow DESIGN_CONFIG=/design/flow/config.mk WORK_HOME=/design/flow/orfs finish
```
**flow/constraint.sdc**
```tcl
current_design without_multiplier_and_memory

set clk_period 8.9
set clk_io_pct 0.2

create_clock -name clk0 -period $clk_period [get_ports {clk}]

set non_clock_inputs [all_inputs -no_clocks]
set_input_delay [expr $clk_period * $clk_io_pct] -clock clk0 $non_clock_inputs
set_output_delay [expr $clk_period * $clk_io_pct] -clock clk0 [all_outputs]
```
**flow/config.mk**
```make
export PLATFORM = sky130hd
export DESIGN_NAME = without_multiplier_and_memory
export DESIGN_NICKNAME = without_multiplier_and_memory
export VERILOG_FILES = /design/flow/design.v
export SDC_FILE = /design/flow/constraint.sdc
export NUM_CORES = 4
export LEC_CHECK = 1
export CORE_UTILIZATION = 50
```
==> GITHUB_STEP_SUMMARY <==
## PnR job results

| Metric | Value |
|---|---|
| Post-synth EDFFs | `0` |
| CP Data Required Time | `9.08 ns` |
| Fmax | `about 0.15 GHz` |
| Post-CTS Setup Bufs | `0` |
| CTS buffer count | `3` |
| Initial antenna violation count | `0` |
| Crit share post-route | `77.5%` |
| Maximum fanout along the worst path | `5` |
| Largest register by flop count | `Y` |
| CTS sink count | `11` |
| Core Box Area | `~0.0040 mm²` |
| RSZ-0062 raised after global routing | `no` |
| Crit. End Element | `flip-flop` |
| Mapped Area | `0.00212 mm²` |
| Area share, top type | `approximately 40%` |
| CTS Hold Bufs | `0` |
| Via density per instance | `4.37` |
| Pwr dens | `323 mW/mm²` |
| Number of global-route vias before repair | `1248` |
| Maximum vdd ir drop | `around 0.26 mV` |
| Top FF cell, synth | `dfxtp_1` |
| CP delay by family, top | `adder cells` |
| First drt pass iteration count | `4` |
| Die width | `67.1 µm` |
| Die y size | `67.1 µm` |
| Synthesized registers | `11` |
| Slowest-stage cell, CP | `clkdlybuf4s50_1` |
| Post_cts resized | `0` |
| Final HPWL DP | `3070 µm` |
| Global-route wire length before repair | `5380 µm` |
| Setup_tns | `0 ns` |
| Min-Delay Endpoint | `Y[0]` |
| H-tree levels | `1` |
| Top-count cell post-synth | `inv_1` |
| DR vias | `1343` |
| Antenna diode instance count | `0` |
| Crit path top cell by count | `fa_1` |
| # IOs | `roughly 57` |
| Critical Path AT | `between 7 and 8 ns` |
| CP Cell Sequence | `clkdlybuf4s50_1 > fa_1 > ha_1 > fa_1 > inv_1 > fa_1 > fa_1 > inv_1 > fa_1 > inv_1 > fa_1 > inv_1 > ha_1 > fa_1 > a211oi_2 > o21bai_1 > a21oi_2 > xnor2_1` |
| GRT Total Usage | `17.0%` |
| Final setup fails | `0` |
| CP startpoint kind | `input port` |
| # Cells Yosys | `207` |
| Synthesized instance count | `207` |
| Clock root buffer | `clkbuf_8` |
| Synth cell types | `22` |
| Core Rows | `23` |
| CP Class | `input port to flip-flop` |
| Wirelength per Cell | `10.7 µm` |
| Max reg flops | `11` |
| Clock slew at reported path FFs | `0.06 ns` |
| Synth-to-layout area growth | `26.3%` |
| Largest net degree at the start of global routing | `8` |
| Fin crit period | `approximately 6.9 ns` |
| CP max stage delay | `0.62 ns` |
| Path type of the worst min-delay path | `input port to flip-flop` |
| Final Hold Viols | `0` |
| Port bufs | `47` |
| Syn avg cell area | `around 10 µm²` |
| Area leader, netlist | `fa_1` |
| CTS tree | `done` |
| CTS Buffer Depth | `2` |
| Lkg Pwr | `1.40 nW` |
| Final antenna-violating net count | `0` |
| Yosys stat area | `0.00212 mm²` |
| Routed WL | `3280 µm` |
| HP Start | `X1[0]` |
| # DRC | `0` |
| Async SR Flop Fraction | `0%` |
| Buf/Inv on CP | `5` |
| Iter 0 DRT Violations | `27` |
| Synth Warn # | `1` |
| MaxCap Viol Count | `0` |
| Top cells, area | `fa_1 (40%), ha_1 (21%), inv_1 (12%)` |
| Die Area | `0.00450 mm²` |
| Share of layout cells above drive strength 1 | `2.72%` |
| Fp util | `52.6%` |
| Outcome | `finished clean` |
| GRT overflow | `0` |
| Placed Instance Area | `0.00263 mm²` |
| Final instance area | `~0.0027 mm²` |
| Post-synth top cells | `inv_1 (66), fa_1 (42), ha_1 (36)` |
| Placer congestion estimate | `between 0.7 and 0.8` |
| Hold Path Depth | `3` |
| Biggest regs | `Y: 11 flops` |
| Log Warnings | `37` |
| Pins over their slew limit | `0` |
| Seq/Total Area, Yosys | `10.4%` |
cells by family after synthesis:
family	count (synthesis)	share of synthesized area, %
xor gates and xnor gates	15	6.20
other	1	0.177
AOI/OAI and AO/OA	21	6.73
DFF	11	10.4
buffers and inverters	71	13.5
and+or+nand+nor	10	2.13
adders and majority gates	78	60.9
final cells by class:
cell class | count | area (µm²)
Clock inverter | 1 | 5.00
Multi-Input combinational cell | 129 | 1630
Clock buffer | 3 | 41.3
Tap cell | 50 | 62.6
Inverter | 66 | 248
Timing Repair Buffer | 47 | 470
Sequential cell | 11 | 220
Fill cell | 330 | 1350
metal layers:
metal / global-route usage, % / part of all wire (%)
met5: 0 / 0
met4: 1.86 / 0.82
met3: 1.74 / 5.0
met2: 24.8 / 43
met1: 29.6 / 51
stage by stage:
stage	instances	worst slack (ns)	hold slack, ns	util (%)	power, mW
global route	307	1.80	2.39	66.4	0.992
finish	307	2.00	2.34	66.4	0.866
floorplan	211	2.54	2.02	-	0.657
detailed placement	303	1.73	2.44	65.3	0.821
global placement	303	1.74	2.44	65.3	0.814
CTS	307	1.98	2.34	66.4	0.878
layout by cell type, fill, tap and decap left out:
cell type,n
inv_1,66
clkdlybuf4s50_1,47
fa_1,42
ha_1,36
dfxtp_1,11
xnor2_1,11
a21oi_1,8
a21o_1,6
conb_1,5
nor2_1,4
xor2_1,4
clkbuf_8,3
nand2_1,2
nand3_1,2
a211oi_2,1
o21ai_0,1
o21bai_1,1
a21oi_2,1
nand4_1,1
a21boi_1,1
o21a_1,1
a21o_2,1
and3_1,1
clkinv_2,1
worst max-delay path by stage:
stage         start   end  slack, ns  cells after the start
finish        X7[2]  Y[9]       2.00                     18
global route  X7[2]  Y[9]       1.80                     18
CTS           X7[2]  Y[9]       1.98                     18
power by group:
group	internal [mW]	switching, mW	total, mW	leakage, nW
Combinational	0.352	0.370	0.722	1.29
Sequential	0.0868	0.00479	0.0916	0.0922
Clock	0.0309	0.0209	0.0518	0.0255
Power figures rest on the tool's default switching activity, not on a simulated workload.
